<file path="run.sh">
#!/bin/bash
# OpenROAD 26Q1-2900-gdf79404cd8, Yosys 0.63+post, stock flow scripts
make -C /OpenROAD-flow-scripts/flow DESIGN_CONFIG=/design/flow/config.mk WORK_HOME=/design/flow/orfs finish
</file>
<file path="config.mk">
export PLATFORM = sky130hd
export DESIGN_NAME = bcd2bin
export DESIGN_NICKNAME = bcd2bin
export VERILOG_FILES = /design/flow/design.v
export SDC_FILE = /design/flow/constraint.sdc
export NUM_CORES = 4
export LEC_CHECK = 1
export CORE_AREA = 10 10 98 98
export DIE_AREA = 0 0 108 108
</file>
<file path="constraint.sdc">
current_design bcd2bin

set clk_period 12.7
set clk_io_pct 0.2

create_clock -name clk0 -period $clk_period

set non_clock_inputs [all_inputs -no_clocks]
set_input_delay [expr $clk_period * $clk_io_pct] -clock clk0 $non_clock_inputs
set_output_delay [expr $clk_period * $clk_io_pct] -clock clk0 [all_outputs]
</file>
<file path="design.v">
module bcd2bin(
   input [13:0] bin,
   output reg [15:0] bcd
   );
integer i;
always @(bin) begin
    bcd=0;		 	
    for (i=0;i<14;i=i+1) begin					 
        if (bcd[3:0] >= 5) bcd[3:0] = bcd[3:0] + 3;		 
	if (bcd[7:4] >= 5) bcd[7:4] = bcd[7:4] + 3;
	if (bcd[11:8] >= 5) bcd[11:8] = bcd[11:8] + 3;
	if (bcd[15:12] >= 5) bcd[15:12] = bcd[15:12] + 3;
	bcd = {bcd[14:0],bin[13-i]};				 
    end
end
endmodule
</file>
==> run_results.csv <==
group,metric,value,unit
yosys,synth_area,3980,um2
cts,postCtsHoldBufs,0,
floorplan,chip_area,11700,um2
yosys,synth_cell_types,104,
placed_design,dp_hpwl,8870,um
floorplan,die_w,108,um
global_routing,grt_usage,21.8,%
yosys,ys_seq_share,0,%
finish,final_cell_mix,"buf_4 (214), nor2_1 (54), nand2_1 (38), a21oi_1 (26), o21ai_0 (22)",
finish,drive_gt1_share,47.8,%
routing,vias,5407,
routing,drt_iter0_markers,374,
setup_path,crit_path_max_incr_delay,0.53,ns
finish,flop_area,0,um2
global_routing,grt_pass1_vias,4878,
routing,drc_errors,0,
timing,hold_viol,0,
global_routing,grt_pass1_wl,22400,um
timing,slew_headroom,49.0,%
setup_path,worstPathRequired,10.16,ns
yosys,top_area_share,7.24,%
timing,period_needed,13.06,ns
yosys,yosysCellCount,567,
routing,ant_nets,0,
yosys,yosysTopAreaCell,"ha_1",
global_routing,grt-ovfl-total,0,
setup_path,worstPathMaxFanout,4,
placed_design,dpl_cell_area,5820,um2
finish,nFlopsAndLatches,0,
setup_path,critical_path_class,"input pin to output pin",
global_routing,antenna_found_initial,0,
setup_path,cp_common_cell,"ha_4",
setup_path,critPathSlowestCell,"or4_4",
routing,drt-total-wl,14800,um
timing,setup_ws,-0.361,ns
hold_path,holdPathStages,0,
floorplan,num_rows,32,
floorplan,ios,30,
run_status,failed_checks,"setup timing",
yosys,ys_warn_count,1,
yosys,ys_top_cells_by_area,"ha_1 (7.2%), mux2i_1 (5.5%), nor2_1 (5.5%)",
finish,syn_to_final_growth,64.3,%
placed_design,pre_cts_ws,-0.943,ns
placed_design,port_buffers,28,
finish,layout_top_cell,"buf_4",
hold_path,hold_path_startpoint,"bin[0]",
routing,drtPass1Iterations,5,
timing,period_used_share,103,%
floorplan,floorplan.core_area,7650,um2
run_status,status,"complete, but fails checks",
placed_design,post-place-cells,849,
finish,clkbuf_count,0,
run,tool_warnings,42,
routing,vias_per_cell,6.07,
finish,finalCoreUtilization,85.4,%
routing,antenna_cells,0,
timing,fmaxAchievable,76.6,MHz
floorplan,fp-utilization,52.0,%
yosys,syn_avg_cell_area,7.01,um2
yosys,yosys-stat-area,3980,um2
yosys,synth_cells,567,
timing,report.final.slew_viol_count,0,
setup_path,cp-start-kind,"input pin",
finish,design_area,6530,um2
routing,post_drt_wl_per_cell,16.6,um
hold_path,hold_class,"input pin to output pin",
run,maxCapViolations,0,
finish,finalNonFillerCells,891,
hold_path,hold_end,"bcd[0]",
timing,worstMarginPinSlew,0.763,ns
floorplan,die_h,108,um
setup_path,cp-end-kind,"output pin",
timing,setup_viol,10,
setup_path,crit_arrival,10.52,ns
timing,grt_setup_unrepaired,"true",
global_routing,grt_max_degree,23,
placed_design,gp_congestion,0.921,
through the flow:
stage          setup TNS [ns]  hold slack [ns]
4_1_cts               -0.0188             5.08
3_3_place_gp            -6.49             5.08
2_1_floorplan          -0.142             5.11
5_1_grt                 -6.23             5.08
3_5_place_dp            -8.46             5.08
6_report                -2.74             5.08
timing repair:
item                                    in CTS  in global routing
gates resized                               75                 41
pin swaps                                   57                 48
setup buffers                               25                 18
endpoints found under the setup margin      11                 11
Yosys cell counts (all sizes together) (5+ instances only):
library cell,n
a31oi,13
nand2b,7
or2,6
o211ai,16
ha,23
inv,32
mux2,10
nor2,61
xnor2,16
nor2b,9
nand3,18
o22ai,11
buf,12
o211a,7
nand2,41
and3,5
o21ai,34
nor4,6
o22a,5
o221ai,6
nor3,17
or3,6
clkbuf,16
a211o,5
a21oi,41
mux2i,23
a21o,9
a211oi,14
o31ai,6
and2,8
routing by layer:
layer  track usage [%]  vias up  share of wire, %
met5                 0        -                 0
met4              3.34        0               2.5
met3              1.45       30               6.1
met2              35.1      197                44
met1              31.7     2522                47
li1                  -     2658                 -
kinds of logic (layout without fill, tap and decap cells):
family	Yosys count	after routing	synth area share, %
XOR/XNOR	21	21	6.20
AND/OR/NAND/NOR	198	198	25.2
AND-OR/OR-AND	228	228	44.8
buffers and inverters	62	284	7.05
adder cells (fa/ha/maj)	25	25	7.77
multiplexers	33	33	9.00
final cells by class:
type / count / area, um2
Fill cell: 407 / 1120
Timing Repair Buffer: 250 / 1960
Tap cell: 102 / 128
Inverter: 34 / 143
Multi-Input combinational cell: 505 / 4310
critical path, delay by kind of cell:
| kind | cells | cell delay [ns] |
|---|---|---|
| adder cells (fa/ha/maj) | 8 | 1.33 |
| AND-OR/OR-AND | 17 | 2.72 |
| AND/OR/NAND/NOR | 9 | 1.64 |
| multiplexers | 2 | 0.33 |
| XOR/XNOR | 3 | 0.54 |
| buffers and inverters | 12 | 1.41 |
how the worst max path moves through the flow:
stage / from / to / depth (start not counted)
4_1_cts: bin[12] / bcd[9] / 50
5_1_grt: bin[12] / bcd[14] / 54
6_report: bin[13] / bcd[14] / 51
