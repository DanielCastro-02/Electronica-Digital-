### flow/run.sh
#!/bin/bash
# OpenROAD 26Q1-2900-gdf79404cd8, Yosys 0.63+post, stock flow scripts
make -C /OpenROAD-flow-scripts/flow DESIGN_CONFIG=/design/flow/config.mk WORK_HOME=/design/flow/orfs finish
### flow/config.mk
export PLATFORM = sky130hd
export DESIGN_NAME = ProyectoFinal
export DESIGN_NICKNAME = ProyectoFinal
export VERILOG_FILES = /design/flow/design.v
export SDC_FILE = /design/flow/constraint.sdc
export NUM_CORES = 4
export LEC_CHECK = 1
export CORE_UTILIZATION = 40
### flow/constraint.sdc
current_design ProyectoFinal

set clk_period 4.6
set clk_io_pct 0.2

create_clock -name clk0 -period $clk_period [get_ports {Clk}]

set non_clock_inputs [all_inputs -no_clocks]
set_input_delay [expr $clk_period * $clk_io_pct] -clock clk0 $non_clock_inputs
set_output_delay [expr $clk_period * $clk_io_pct] -clock clk0 [all_outputs]
### flow/design.v
module ProyectoFinal(
    	Clk                     ,
    	Rst_n                   ,   
   	Rx                      ,    
    	Tx                      ,
	RxData		        ,
	Light,
	Sensor,
	Beeper,
	rClk,
	secClk,
	anClk,
	lightSwitch,
	finalcarrera1,
	finalcarrera2,
	motor1,
	motor2
	);
input           Clk             ;  
input           Rst_n           ;  
input           Rx              ;  
input lightSwitch;
output          Tx              ;  
output [7:0]    RxData          ;  
output			 Light;
input Sensor;
output Beeper;
input wire rClk;
output [6:0] secClk;
output anClk;
input finalcarrera1;
input finalcarrera2;
output motor1;
output motor2;
wire [7:0]    	TxData     	;  
wire          	RxDone          ;  
wire          	TxDone          ;  
wire            tick		;  
wire          	TxEn            ;
wire 		RxEn		;
wire [3:0]      NBits    	;
wire [15:0]    	BaudRate        ;  
wire clockLight;
assign 		RxEn = 1'b1	;
assign 		TxEn = 1'b1	;
assign 		BaudRate = 16'd325; 	 
assign 		NBits = 4'b1000	;	 
UART_rs232_rx I_RS232RX(
    	.Clk(Clk)             	,
   	.Rst_n(Rst_n)         	,
    	.RxEn(RxEn)           	,
    	.RxData(RxData)       	,
    	.RxDone(RxDone)       	,
    	.Rx(Rx)               	,
    	.Tick(tick)           	,
    	.NBits(NBits)				,
		.Light(Light),
		.Sensor(Sensor),
		.Beeper(Beeper),
		.clockLight(clockLight),
		.lightSwitch(lightSwitch),
		.finalcarrera1(finalcarrera1),
		.finalcarrera2(finalcarrera2),
		.motor1(motor1),
		.motor2(motor2),
    );
UART_BaudRate_generator I_BAUDGEN(
    	.Clk(Clk)               ,
    	.Rst_n(Rst_n)           ,
    	.Tick(tick)             ,
    	.BaudRate(BaudRate)
    );
Relojx Reloj(
	.clock(Clk),
	.reset(rClk),
	.sec(secClk),
	.an(anClk),
	.clockLight(clockLight)
);
endmodule
module Relojx(clock,reset,sec,an,clockLight);
input wire clock;
input wire reset;
output reg [6:0] sec;
output reg an;
output reg clockLight;
wire [15:0] bcdx;
reg [13:0] count;
reg [4:0] tiempo;
reg pulso_ms;
reg [2:0]pulso_an;
reg pulso2_an;
wire [15:0] digito4;
reg [15:0] counter;
reg [3:0] tempbcd;
parameter DIVISOR = 50000; 
	always @(posedge clock or posedge reset) begin
        if (reset) begin
            counter <= 0;
            pulso_ms <= 0;
        end else if (counter == DIVISOR) begin
            counter <= 0;
            pulso_ms <= ~pulso_ms;
        end else begin
            counter <= counter + 1;
        end
	end
	always @(posedge pulso_ms or posedge reset) begin
        if (reset) begin
            count <= 0;
        end
		  else if(count==14'b10111011100000)begin
				count <= 0;
				clockLight <= 0;
		  end
		  else if(count==14'b01011101110000)begin
				clockLight <= 1;
				count <= count + 1;
		  end
		  else begin
            count <= count + 1;
        end
    end
    assign digito4 = (count / 1000) ; 
	 always @(posedge counter[10]) begin
        case (tiempo[4:0])
         4'b0000: sec = 7'b1000000;  
			4'b0001: sec = 7'b1111001;  
			4'b0010: sec = 7'b0100100;  
			4'b0011: sec = 7'b0110000;  
			4'b0100: sec = 7'b0011001;  
			4'b0101: sec = 7'b0010010;  
			4'b0110: sec = 7'b0000010;  
			4'b0111: sec = 7'b1111000;  
			4'b1000: sec = 7'b0000000;  
			4'b1001: sec = 7'b0010000;  
			4'b1010: sec = 7'b0001000;  
			4'b1011: sec = 7'b0000011;  
			4'b1100: sec = 7'b1000110;  
           default: sec = 7'b1111110;
        endcase		  
    end
	 always @(*) begin
			an <= 0;
	 end
	always @(*) begin
		tiempo = digito4;  
    end
endmodule
module UART_BaudRate_generator(
    Clk                   ,
    Rst_n                 ,
    Tick                  ,
    BaudRate
    );
input           Clk                 ;  
input           Rst_n               ;  
input [15:0]    BaudRate            ;  
output          Tick                ;  
reg [15:0]      baudRateReg         ;  
always @(posedge Clk or negedge Rst_n)
    if (!Rst_n) baudRateReg <= 16'b1;
    else if (Tick) baudRateReg <= 16'b1;
         else baudRateReg <= baudRateReg + 1'b1;
assign Tick = (baudRateReg == BaudRate);
endmodule
module UART_rs232_rx (Clk,Rst_n,RxEn,RxData,RxDone,Rx,Tick,NBits,Light,Sensor,Beeper,clockLight,lightSwitch,finalcarrera1,finalcarrera2,motor1,motor2);		 
input Clk, Rst_n, RxEn,Rx,Tick;		 
input [3:0]NBits;			 
input clockLight;
input Sensor;
input lightSwitch;
output reg Light;
output reg Beeper;
output RxDone;				 
output [7:0]RxData;			 
output reg motor1;
output reg motor2;
input finalcarrera1;
input finalcarrera2;
parameter  IDLE = 1'b0, READ = 1'b1; 	 
reg [1:0] State, Next;			 
reg  read_enable = 1'b0;		 
reg  start_bit = 1'b1;			 
reg  RxDone = 1'b0;			 
reg [4:0]Bit = 5'b00000;		 
reg [3:0] counter = 4'b0000;		 
reg [7:0] Read_data= 8'b00000000;	 
reg [7:0] RxData;			 
always @ (posedge Clk or negedge Rst_n)			 
begin
if (!Rst_n)	State <= IDLE;				 
else 		State <= Next;				 
end
always @ (State or Rx or RxEn or RxDone)
begin
    case(State)	
	IDLE:	if(!Rx & RxEn)		Next = READ;	  
		else			Next = IDLE;
	READ:	if(RxDone)		Next = IDLE; 	  
		else			Next = READ;
	default 			Next = IDLE;
    endcase
end
always @ (State or RxDone)
begin
    case (State)
	READ: begin
		read_enable <= 1'b1;			 
	      end
	IDLE: begin
		read_enable <= 1'b0;			 
	      end
    endcase
end
always @ (posedge Tick)
	begin
	if (read_enable)
	begin
	RxDone <= 1'b0;							 
	counter <= counter+1;						 
	if ((counter == 4'b1000) & (start_bit))				 
	begin
	start_bit <= 1'b0;
	counter <= 4'b0000;
	end
	if ((counter == 4'b1111) & (!start_bit) & (Bit < NBits))	 
	begin
	Bit <= Bit+1;
	Read_data <= {Rx,Read_data[7:1]};
	counter <= 4'b0000;
	end
	if ((counter == 4'b1111) & (Bit == NBits)  & (Rx))		 
	begin
	Bit <= 4'b0000;
	RxDone <= 1'b1;
	counter <= 4'b0000;
	start_bit <= 1'b1;						 
	end
	end
end
always @ (posedge Clk)
begin
if (NBits == 4'b1000)
begin
RxData[7:0] <= Read_data[7:0];	
end
if (NBits == 4'b0111)
begin
RxData[7:0] <= {1'b0,Read_data[7:1]};	
end
if (NBits == 4'b0110)
begin
RxData[7:0] <= {1'b0,1'b0,Read_data[7:2]};	
end
Beeper = !Sensor;
Light = RxData[2] || clockLight || lightSwitch;
motor1 = !RxData[0] && !finalcarrera1 && !finalcarrera2;
motor2 = !RxData[1] && !finalcarrera1 && !finalcarrera2;
end
endmodule
==> results.txt <==
fill cell count -> 1129
initial antenna violation count -> 0
min cycle time layout -> 2020 ps
Post-Route Setup TNS -> 0 ps
I/O pins -> 29
endpoints left unconstrained -> 77
CTS Buf Count -> 5
routed vias -> 3766
count of unclocked register or latch pins -> 42
Post-CTS Setup Bufs -> 0
# DRC -> 0
clk latency late pin -> 280 ps
DR vias/cell -> 5.57
CTS tree -> built
core area -> 12000 µm²
vias in the first global route -> 3587
Slowest cell on crit path -> clkdlybuf4s50_1
CP max stage delay -> 490 ps
Ys Warns -> 4
Die Area -> 12700 µm²
Worst Path Arrival -> 1100 ps
Yosys Chip Area -> 4900 µm²
first-pass GRT wire length -> 17100 µm
max-cap violation count -> 0
Post-CTS Resized -> 0
Post-Route WL -> 9890 µm
Chip Height -> 113 µm
crit path DRT -> 3680 ps
CP Launch Type -> flip-flop
Post-DP HPWL -> 7230 µm
worst path bufs/invs -> 1
final hold violations -> 0
CTS max path bufs -> 2
final setup fails -> 0
outcome -> finished, final reports clean
hold_buf cts -> 0
Yosys reg bits -> 89
Final period util -> 0.439
Final Max Tran Viols -> 0
worst-path fanout max -> 1
tool warnings -> 34
async set-reset flop share out of synthesis -> 0.551
H-Tree Depth -> 2
antenna cells -> 0
Critical Path Sink Type -> output pin
Slew @ Worst Pin -> 821 ps
DRT Pass-1 Iters -> 7
# rows -> 40
port bufs -> 26
worst vdd ir -> 0.127 mV
total congestion overflow -> 0
layout overhead on the synthesized area -> 9.61%
# Cells Yosys -> 520
WS Path Type -> flip-flop to output pin
Init Core Util -> 0.409
fmax -> 495 MHz
DRT antenna net count -> 0
Clock Tree Root -> clkbuf_16
prevailing post-synth register cell -> dfrtp_1
overall routing resource usage -> 0.171
largest net degree at the start of global routing -> 32
Hold Crit Class -> flip-flop to flip-flop
Syn Std Cell Area -> 4900 µm²
relative slew slack -> 0.451
power density cells -> 147 nW/µm²
share of cells above drive strength 1 -> 0.0473
RD Place Congestion -> 0.969
count of library flops with an enable pin -> 20
Lkg Pwr -> 2.15 nW
DR WL/cell -> 14.6 µm
Total Power -> 791 µW
critical path's top delay family -> buffers and inverters
RSZ-0062 raised after global routing -> no
Avg Inst Size Synth -> 9.42 µm²
final core utilization -> 0.449
Post-Synthesis Cells -> 520
clk slew on worst S/H paths -> 60 ps
Layout Skew -> 3.07 ps
Chip Width -> 113 µm
DR iter-0 viols -> 194
CP Cell Sequence -> clkdlybuf4s50_1
Synth cell types -> 77
==> final cells by class <==
type                    count  area (µm²)  area share
inverters                  23        86.3      0.0161
flip-flops and latches     89        2220       0.415
repair buffers             28         275      0.0513
well taps                 147         184      0.0343
clock buffers               7         143      0.0266
clock inverters             1        5.00    0.000933
multi-input cells         381        2450       0.456
==> layout by cell type (no fill, tap or decap), drive strengths merged, types with 7 or more instances in the layout <==
| cell type | count |
|---|---|
| and3 | 12 |
| inv | 23 |
| a21oi | 22 |
| xor2 | 20 |
| nor4 | 7 |
| nand2b | 9 |
| ha | 16 |
| edfxtp | 20 |
| nand4 | 10 |
| o21ai | 18 |
| clkdlybuf4s50 | 26 |
| dfxtp | 19 |
| nand3 | 30 |
| nor2 | 58 |
| nand2 | 43 |
| xnor2 | 23 |
| dfrtp | 47 |
| nor3 | 12 |
| clkbuf | 7 |
==> registers in the layout (all words and copies together), names as in the netlist, 2 cells and up <==
| name | cells |
|---|---|
| I_RS232RX.RxData | 8 |
| I_RS232RX.State | 2 |
| I_BAUDGEN.baudRateReg | 16 |
| I_RS232RX.Bit | 5 |
| I_RS232RX.counter | 4 |
| Reloj.sec | 7 |
| I_RS232RX.Read_data | 8 |
| Reloj.count | 14 |
| Reloj.counter | 16 |
==> stage by stage <==
| stage | hold slack, ps | cells | setup slack, ps | cell area (µm²) |
|---|---|---|---|---|
| after floorplan | 367 | 521 | 2370 | 4900 |
| after global placement | 403 | 668 | 2630 | 5220 |
| after detailed placement | 408 | 668 | 2620 | 5220 |
| after CTS | 413 | 676 | 2560 | 5370 |
| after global routing | 433 | 676 | 2540 | 5370 |
| final | 409 | 676 | 2580 | 5370 |
==> logic make-up after synthesis <==
group	after synthesis	share of synthesized area
latches	1	0.00307
other	1	0.000766
AND-OR/OR-AND	98	0.142
adder cells (fa/ha/maj)	17	0.0429
flip-flops	88	0.451
multiplexers	4	0.00818
XOR/XNOR	43	0.0769
AND/OR/NAND/NOR	217	0.227
buffers and inverters	51	0.0473
==> cells in the mapped netlist (3+ instances only) <==
| library cell | count | area share |
|---|---|---|
| a211o_1 | 3 | 0.0054 |
| a21oi_1 | 22 | 0.022 |
| a31oi_1 | 5 | 0.0064 |
| and2_1 | 3 | 0.0038 |
| and3_1 | 12 | 0.015 |
| buf_1 | 3 | 0.0023 |
| buf_2 | 8 | 0.0082 |
| buf_6 | 3 | 0.0069 |
| clkbuf_1 | 12 | 0.0092 |
| dfrtp_1 | 47 | 0.24 |
| dfxtp_1 | 19 | 0.078 |
| edfxtp_1 | 20 | 0.12 |
| ha_1 | 16 | 0.041 |
| inv_1 | 23 | 0.018 |
| mux2i_1 | 4 | 0.0082 |
| nand2_1 | 43 | 0.033 |
| nand2b_1 | 9 | 0.011 |
| nand3_1 | 29 | 0.030 |
| nand4_1 | 9 | 0.011 |
| nand4b_1 | 4 | 0.0072 |
| nor2_1 | 58 | 0.044 |
| nor2b_1 | 6 | 0.0077 |
| nor3_1 | 12 | 0.012 |
| nor4_1 | 7 | 0.0089 |
| o211ai_1 | 5 | 0.0077 |
| o21ai_0 | 17 | 0.017 |
| o221ai_1 | 3 | 0.0054 |
| o22ai_1 | 4 | 0.0051 |
| o31ai_1 | 4 | 0.0061 |
| or2_2 | 3 | 0.0038 |
| or3_1 | 6 | 0.0077 |
| or4_1 | 4 | 0.0061 |
| xnor2_1 | 23 | 0.041 |
| xor2_1 | 20 | 0.036 |
==> layer usage <==
metal,track usage,wire [µm],vias up
li1,-,-,1876
met2,0.262,4470,127
met1,0.278,4740,1751
met3,0.0198,569,12
met5,0,0,-
met4,0.0213,112,0
==> power breakdown <==
| part | internal [mW] | switching (mW) |
|---|---|---|
| Combinational | 0.00864 | 0.0107 |
| Clock | 0.215 | 0.141 |
| Sequential | 0.415 | 0.000937 |
| Total | 0.638 | 0.153 |
==> path summary, 6_finish.rpt <==
kind                                      from                        to  slack (ps)  cells after the start
min in group asynchronous                 rClk         Reloj.counter[15]        1090                      3
min                        I_RS232RX.RxData[0]          I_RS232RX.motor1         410                      1
max in group asynchronous                Rst_n  I_BAUDGEN.baudRateReg[1]        2980                      1
max                            I_RS232RX.Light                     Light        2580                      1
max reg2reg                  Reloj.counter[11]            Reloj.pulso_ms        2880                      4
min reg2reg                I_RS232RX.RxData[0]          I_RS232RX.motor1         410                      1
Power figures rest on the tool's default switching activity, not on a simulated workload.
